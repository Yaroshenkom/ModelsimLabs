===== design/flow/config.mk =====
export PLATFORM = sky130hd
export DESIGN_NAME = Chess
export DESIGN_NICKNAME = Chess
export VERILOG_FILES = /design/flow/design.v
export SDC_FILE = /design/flow/constraint.sdc
export NUM_CORES = 4
export LEC_CHECK = 1
export CORE_AREA = 10 10 99 99
export DIE_AREA = 0 0 109 109

===== design/flow/constraint.sdc =====
current_design Chess

set clk_period 3.8
set clk_io_pct 0.2

create_clock -name clk0 -period $clk_period [get_ports {clk}]

set non_clock_inputs [all_inputs -no_clocks]
set_input_delay [expr $clk_period * $clk_io_pct] -clock clk0 $non_clock_inputs
set_output_delay [expr $clk_period * $clk_io_pct] -clock clk0 [all_outputs]

===== design/flow/design.v =====
module Chess(
input enload, reset,count1,count2, clk,
input [7:0] in,
output  reg fin,
output  reg [7:0] out1, out2
);
reg [7:0] outb1, outb2;
reg en1, en2;
	always @(posedge clk)
	begin
		if (reset)
			begin
				out1<=8'b11111111;
				out2<=8'b11111111;
			end
		else if (enload)
			begin
				out1<=in;
				out2<=in;
			end
		else if (count1 && count2)
			begin	
				out1<=out1;
				out2<=out2;
			end
		else if (count1 && out1!==0) out1<=out1-1;
		else if (count2 && out2!==0) out2<=out2-1;
	end
	always @(posedge clk)
		begin
			if (out1==0 || out2==0) fin<=1;
			else fin<=0;
		end
endmodule

===== design/flow/run.sh =====
#!/bin/bash
# OpenROAD 26Q1-2900-gdf79404cd8, Yosys 0.63+post, stock flow scripts
make -C /OpenROAD-flow-scripts/flow DESIGN_CONFIG=/design/flow/config.mk WORK_HOME=/design/flow/orfs finish

==> qor.txt <==
Clock transition at path regs: 70 ps
Number of flops mapped to enable cells by yosys: 0
Power per Cell Area: 264 nW/um^2
Slew at the pin closest to its max-slew limit: 674 ps
Routed len/inst: 13.1 um
Comb area leader: simple AND/OR/NAND/NOR gates
Sum of overflow across all layers after global routing: 0
Number of warning messages in the logs: 27
Simple-gate portion of the synthesized area: 0.319
Share of total power in combinational logic: 0.189
Total net switching power: 113 uW
Xor+xnor area frac: 0
Cell internal pwr: 309 uW
Share of the core filled by cells before placement: 0.152
Total cells reported by yosys after synthesis: 133
Data arrival time of the worst path: 2440 ps
I/O Pins: 30
Area of the mapped netlist: 1180 sq um
P_leak: 0.000588 uW
Setup-failing EPs final: 0
Clock period minus final worst setup slack: 2300 ps
Clock network fraction of total power: 0.325
Largest net degree at the start of global routing: 22
Type of destination of the critical path: flip-flop
Average cell area after synthesis: 8.85 sq um
Final worst clock skew: 2.40 ps
TritonCTS clock tree: done
Detailed placer's ending HPWL: 2740 um
Placer Congestion: 0.854
MUX share of area: 0.0372
Distinct cell type count after synthesis: 53
R2R cell count: 6
Antenna diode count: 0
Layout overhead on the synthesized area: 36.0%
H-tree depth reported by CTS: 1
Hold path depth: 2
Synth Warn #: 1
Std cell rows: 32
Setup repair bufs after CTS: 0
Area of the core: 7730 sq um
Post-Synth Adder-Cell Area: 0.0425
Max-cap violations: 0
Number of input and output port buffers inserted: 29
Most frequent cells after synthesis: 17 x dfxtp_1, 10 x nor3_1, 8 x inv_1
Global-route wire length before repair: 5540 um
Worst slew slack as a fraction of its limit: 0.544
Residual DRC: 0
Vias in the first global route: 1029
Status: finished clean
Fraction of power consumed by sequential logic: 0.486
Clock buffer count from CTS: 3
Part of the Yosys area used for sequential elements: 0.289
Violation count after the first detailed-route iteration: 68
Count of final max-slew check failures: 0
CTS root buffer: clkbuf_8
Required time worst endpoint: 3930 ps
Total Neg Setup Slack: 0 ps
Number of standard cells after synthesis: 133
Unrepaired setup endpoints after global routing: no
Number of buffers inserted by hold repair at cts: 0
Critical path fanouts, max: 5
Via count: 1063
Maximum clock rate: 0.434 GHz
Crit path launch type: primary input
YS chip area: 1180 sq um
Floorplan die area: 11900 sq um
Flip-flop and latch count after synthesis: 17
Setup Crit Path Kind: primary input to flip-flop
Largest cells by area after synthesis: dfxtp_1 29%, nor3b_1 4.5%, ha_1 4.3%
Prevailing post-synth register cell: dfxtp_1
Number of antenna violations at the first check in global routing: 0
Insertion Delay late pin: 250 ps
Post-detailed-route via-to-cell ratio: 4.09
Asr flop ratio synth: 0
Share of synthesized cell area in and-or and or-and compound cells: 0.240
Dominant cell area share: 0.289
Yosys top cell by instances: dfxtp_1
Largest area contributor in the synthesized netlist: dfxtp_1
Proportion of layout cells with a drive suffix above 1: 0.120
Fraction of the cycle the final worst path needs: 0.606
Largest voltage drop on the vdd net: 0.106 mV
Chip height: 109 um
Global-route total usage across every layer: 0.0580
Iteration count of the initial detailed-routing pass: 4
Path category of the worst min-delay check: flip-flop to flip-flop
Worst hold margin: 546 ps
Buffers from clock root to sink, at most: 2
Total wire length after detailed routing: 3400 um
Floorplan die width: 109 um
Post-CTS Resized: 0
Final hold violation count: 0
Clock sink total: 17
Fraction of power spent switching nets: 0.267
Post-route antenna net violation count: 0
sequential cells by signal (all words and copies together), names as in the netlist:
signal  cells
out1        8
out2        8
fin         1
through the flow:
step	instances	total power, uW	utilization	cell area, sq um	setup slack (ps)
floorplan	133	242	-	1180	1940
global placement	256	290	0.201	1560	1260
detailed placement	256	290	0.201	1560	1220
CTS	260	429	0.207	1600	1500
global route	260	448	0.207	1600	1250
finish	260	422	0.207	1600	1500
cell families after synthesis:
group / count (synthesis)
AOI/OAI and AO/OA: 33
adders and majority gates: 4
buffers and inverters: 18
DFF: 17
muxes: 4
and+or+nand+nor: 57
metal layers:
metal  routed length, um  up-vias  GRT usage
met5                   0        -          0
met4                   0        0    0.00565
met1                1610      480     0.0801
met2                1510       27     0.0857
li1                    -      556          -
met3                 274        0     0.0245
final timing paths:
check                        from              endpoint  slack (ps)
max reg2reg  out1[0]$_SDFFE_PP1P_  out1[1]$_SDFFE_PP1P_        1910
max                        count1  out1[3]$_SDFFE_PP1P_        1500
min          out2[2]$_SDFFE_PP1P_  out2[2]$_SDFFE_PP1P_         550
min reg2reg  out2[2]$_SDFFE_PP1P_  out2[2]$_SDFFE_PP1P_         550
power groups by stage:
stage	clock (uW)	combinational [uW]	sequential [uW]
final	137	79.8	205
after CTS	142	81.4	205
after global routing	152	88.6	208
final cells by class:
type,instances,area (sq um)
fillers,829,6130
clock buffers,3,41.3
repair buffers,31,305
multi-input cells,98,752
inverters,8,30.0
clock inverters,1,5.00
well taps,102,128
flip-flops and latches,17,340
worst max-delay path, stage by stage:
cell and delay (ps):
clkdlybuf4s50_1 520, nor4b_1 580, a21boi_0 200, a311oi_1 260
o21ai_0 100
placed cells by master, fill, tap and decap left out, drive strengths merged, types with 3 or more instances in the layout:
cell type / instances
nor4: 7
ha: 4
clkdlybuf4s50: 29
nor2b: 3
dfxtp: 17
nor3b: 7
clkbuf: 3
mux2: 3
o21ai: 8
nand2b: 3
or3: 3
nor2: 6
nand2: 3
nor3: 12
a211oi: 3
inv: 8
o211ai: 3
No activity file was given, so power comes from the tool's default toggle rates.
