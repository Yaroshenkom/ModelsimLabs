**flow/run.sh**
```bash
#!/bin/bash
# OpenROAD 26Q1-2900-gdf79404cd8, Yosys 0.63+post, stock flow scripts
make -C /OpenROAD-flow-scripts/flow DESIGN_CONFIG=/design/flow/config.mk WORK_HOME=/design/flow/orfs finish
```
**flow/config.mk**
```make
export PLATFORM = sky130hd
export DESIGN_NAME = ALU
export DESIGN_NICKNAME = ALU
export VERILOG_FILES = /design/flow/design.v
export SDC_FILE = /design/flow/constraint.sdc
export NUM_CORES = 4
export LEC_CHECK = 1
export CORE_AREA = 10 10 84 84
export DIE_AREA = 0 0 94 94
```
**flow/constraint.sdc**
```tcl
current_design ALU

set clk_period 3.5
set clk_io_pct 0.2

create_clock -name clk0 -period $clk_period [get_ports {clk}]

set non_clock_inputs [all_inputs -no_clocks]
set_input_delay [expr $clk_period * $clk_io_pct] -clock clk0 $non_clock_inputs
set_output_delay [expr $clk_period * $clk_io_pct] -clock clk0 [all_outputs]
```
**flow/design.v**
```verilog
module ALU(
  input signed [7:0] A, B,
  input [1:0] op_code,
  input reset, clk, Cin,
  output reg Cout,
  output reg signed [7:0] out);
  reg C;
  always @(posedge clk)
  begin
    if (reset) {C,out}<=9'd0;
    else
        case(op_code)
          0: {C,out}<={1'b0,A}+(Cin?{1'b0,~B}:{1'b0,B})+$signed({7'b0,Cin});
          1: out<=A^B;
          2: {C,out}<={1'b0,A}-9'd1;
        endcase
    if (op_code==0 || op_code==2) Cout<=C;
    else Cout<=0;
  end
endmodule
```
==> results_dict.tcl <==
# collected from the flow reports
set metrics [dict create \
    ios 30 \
    criticalPathCategory "in2reg" \
    status "completed" \
    portBuffers 29 \
    tool_warnings 29 \
    initCoreUtil_pct 21.6 \
    cts_made_buffers 3 \
    wire_per_inst_um 12.8 \
    period_minus_slack_ns 3.01 \
    syn_area_per_cell_sq_um 8.38 \
    drive_gt1_share_pct 7.45 \
    synth.yosys.seq_area_share_pct 17.8 \
    r2r-start "C$_SDFFE_PP0P_" \
    cts.sinks 10 \
    arrival_ns 3.13 \
    top_area_cell "dfxtp_1" \
    post-cts-setup-buffer-count 0 \
    cts-root-buf "clkbuf_8" \
    cts_resized 0 \
    maxCapViolCount 0 \
    skew_ns 0.0000455 \
    synth_chip_area_sq_um 1120 \
    dieArea_sq_um 8840 \
    dieHeight_um 94 \
    dpl.hpwl_mm 2.52 \
    diodes 0 \
    worstSkewPairLatency_ns 0.23 \
    dr.first_iter.drc_count 71 \
    rrSetupSlack_ns 2.65 \
    wirelength_mm 2.96 \
    viasPerCell 4.42 \
    final.period_utilization_pct 85.9 \
    leakagePower_nw 0.612 \
    cts_tree "built" \
    via_count 1020 \
    critical_path_peak_fanout 8 \
    grt_pass1_wl_mm 5.06 \
    antenna_found_initial 0 \
    syn-cell-area_sq_um 1120 \
    hold_path.startpoint "out[2]$_SDFFE_PP0P_" \
    startpoint "Cin" \
    grt_use_total_pct 6.85 \
    fillerInstances 574 \
    setup_tns_ns 0 \
    critical_path_required_ns 3.63 \
    drt_first_pass_iters 4 \
    tightest_slew_ns 0.498 \
    h-tree-depth 1 \
    syn-instance-count 134 \
    slew-limit-headroom_pct 66.8 \
    powerDensity_nw_per_um2 318 \
    grt_pass1_vias 1040 \
    setup_viol 0 \
    areaGrowthSynthToFinish_pct 35.6 \
    yosys_cells 134 \
    ys_types 39 \
    clockBufferDepth 2 \
    peakVddDrop_mv 0.0892 \
    cp-start-kind "input pin" \
    fin_ws_ns 0.494 \
    ys_async_sr_fraction_pct 0 \
    grt_overflow_total 0 \
    yosys.area.top_type_share_pct 17.8 \
    top_cell "xor2_1" \
    hold_class "reg2reg" \
    row_count 26 \
    path_clk_slew_ns 0.05 \
    edf_count 0 \
    gp_congestion 0.834 \
    worst_setup_path_end_kind "flip-flop" \
    finalHoldViolCount 0 \
    synthTopCellsByCount "xor2_1 (15), ha_1 (13), nor2_1 (11)" \
    grt_setup_unrepaired "false" \
    area_leaders "dfxtp_1 (18%), ha_1 (14%), xor2_1 (12%), xnor2_1 (5.5%), a21oi_1 (4.5%)" \
    grt_start_max_net_pins 16 \
    route.detailed.drc 0 \
    slew_violations 0 \
    max_freq_ghz 0.333 \
    die-width_um 94 \
    postRouteAntennaNets 0 \
    place_ws_ns 0.272 \
    core_area_sq_um 5200 \
    yosysWarnings 1 \
    ff_type "dfxtp_1" \
    ys.flops 10 \
    postCtsHoldBufs 0 \
]
[layer usage]
metal / up-vias / wire length (um) / global-route usage [%]
met2: 18 / 1410 / 11.4
met4: 0 / 30 / 1.01
li1: 540 / - / -
met3: 2 / 138 / 1.37
met5: - / 0 / 0
met1: 460 / 1390 / 9.08
[worst max-delay path, stage by stage]
cell and delay, ns:
clkdlybuf4s50_1 0.76, xor2_1 0.32, ha_1 0.30, and3_2 0.18, a221oi_2 0.29, o31ai_2 0.10, xnor2_1 0.14, a2111oi_2 0.34
[sequential cells by signal, summed over array words and instances (netlist names)]
name and count:
C 1, Cout 1, out 8
[cells by family after synthesis]
logic type	share of synthesized area [%]
buffers and inverters	6.24
multiplexers	2.23
adder cells (fa/ha/maj)	16.3
AND-OR/OR-AND	26.4
flip-flops	17.8
AND/OR/NAND/NOR	13.9
XOR/XNOR	17.1
[layout by cell type (no fill, tap or decap)]
master / netlist / routed
ha_1: 13 / 13
a2bb2oi_1: 1 / 1
nand2b_1: 2 / 2
a221oi_1: 4 / 4
nand3_1: 1 / 1
or2_2: 1 / 1
o211ai_1: 1 / 1
o21ai_0: 2 / 2
nor2b_1: 2 / 2
xnor2_1: 7 / 7
nor3_1: 4 / 4
inv_1: 10 / 10
a31oi_1: 1 / 1
a221o_1: 2 / 2
dfxtp_1: 10 / 10
a2111oi_2: 2 / 2
a21o_1: 3 / 3
nor2_1: 11 / 11
a211o_1: 1 / 1
clkdlybuf4s50_1: 0 / 29
a221oi_2: 1 / 1
a211oi_1: 3 / 3
o221ai_1: 2 / 2
nand2_1: 7 / 7
and3_2: 1 / 1
o21a_1: 2 / 2
clkbuf_8: 0 / 4
a2111oi_0: 1 / 1
mux2i_1: 1 / 1
o22ai_1: 1 / 1
xor2_1: 15 / 15
fa_1: 1 / 1
a21oi_1: 10 / 10
nor4_1: 2 / 2
mux2_4: 1 / 1
nor3b_2: 1 / 1
o31ai_2: 1 / 1
[report_power, final]
part / switching [mW] / internal, mW
combinational: 0.100 / 0.110
clock: 0.0424 / 0.0986
sequential: 0.00579 / 0.127
[final timing paths]
kind / endpoint / cells past startpoint
min reg2reg: out[2]$_SDFFE_PP0P_ / 2
max reg2reg: C$_SDFFE_PP0P_ / 4
min: out[2]$_SDFFE_PP0P_ / 2
max: out[7]$_SDFFE_PP0P_ / 8
[metrics by stage]
step                      std cells  hold slack, ns  area (sq um)  util [%]  total power [mW]
after floorplan                 134           0.426          1120         -             0.266
final                           231           0.465          1520      29.3             0.484
after global routing            231           0.502          1520      29.3             0.522
after CTS                       231           0.466          1520      29.3             0.490
after global placement          227           0.452          1470      28.2             0.347
after detailed placement        227           0.451          1470      28.2             0.347
[layout make-up]
cell class                 instances  area [sq um]  area share (%)
timing repair buffer              29           290            19.0
inverter                          10          37.5            2.46
multi-input combinational        108           853            56.0
tap                               70          87.6            5.75
sequential                        10           200            13.1
clock buffer                       4          55.1            3.61
Power is estimated from default activity; no workload was simulated.
